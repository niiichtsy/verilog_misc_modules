### run.sh
#!/bin/bash
# OpenROAD 26Q1-2900-gdf79404cd8, Yosys 0.63+post, stock flow scripts
make -C /OpenROAD-flow-scripts/flow DESIGN_CONFIG=/design/flow/config.mk WORK_HOME=/design/flow/orfs finish
### config.mk
export PLATFORM = sky130hd
export DESIGN_NAME = subtractor
export DESIGN_NICKNAME = subtractor
export VERILOG_FILES = /design/flow/design.v
export SDC_FILE = /design/flow/constraint.sdc
export NUM_CORES = 4
export LEC_CHECK = 1
export CORE_AREA = 10 10 70 70
export DIE_AREA = 0 0 80 80
### constraint.sdc
current_design subtractor

set clk_period 1.1
set clk_io_pct 0.2

create_clock -name clk0 -period $clk_period

set non_clock_inputs [all_inputs -no_clocks]
set_input_delay [expr $clk_period * $clk_io_pct] -clock clk0 $non_clock_inputs
set_output_delay [expr $clk_period * $clk_io_pct] -clock clk0 [all_outputs]
### design.v
module subtractor #(
    parameter N = 32
) (
    input [N-1:0] first_term,
    input [N-1:0] second_term,
    input borrow_in,
    output reg [N-1:0] difference,
    output reg borrow_out
);
  always @(first_term or second_term or borrow_in) begin
    difference = first_term ^ second_term ^ borrow_in;
    borrow_out = (~first_term & second_term) | (~first_term & borrow_in) | (second_term & borrow_in);
  end
endmodule
==> highlights.md <==
Setup path
• highest fanout seen on the critical path: 1
• category of the critical setup timing path: in -> out
• CP cell instances: buf_6, fa_2, inv_2, buf_2
• Critical Path Stages: 4
• delay-heaviest family, CP: adder cells
• CP max-delay cell: fa_2
• Arr. time, crit path: 1000 ps
• combined buffer and inverter count along the critical path: 3
• Setup crit end kind: output pin
• Req. time, crit path: 880 ps
• maximum cell stage delay along the critical path: 560 ps
• startpoint types: primary input

Global route
• number of global-route vias before repair: 716
• total routing resource utilization after global routing: 6.892%
• maximum number of pins on one net before global-route repair: 2
• initial antenna violation count: 0
• wire length of the first global-routing pass: 3622 um
• Congestion Overflow GR: 0

Status
• outcome: finished, violations left
• violated checks: setup timing

Floorplan
• Core Rows: 21
• width of the die: 80 um
• height of the die: 80 um
• Floorplan Core Area: 3416 um^2
• overall die area: 6400 um^2
• I/O Pins: 98
• Floorplan Utilization: 8.755%

Logic synthesis
• count of unique library cells instantiated by Yosys: 3
• adder share: 6.695%
• per-instance average area after synthesis: 8.795 um^2
• synthesized cell area: 299.0 um^2
• Simple-Gate Area Share: 0%
• register share after synthesis: 0%
• Mux area share: 0%
• compound-gate portion of the synthesized area: 0%
• Main logic family: XOR/XNOR gates
• xor/xnor cell area share of the yosys netlist: 90.79%
• # Cells Yosys: 34
• Chip Area, Yosys: 299.0 um^2
• number of warnings issued by yosys: 1
• number of instances in the synthesized netlist: 34

Route
• wire length per cell: 13.60 um
• Diodes inserted: 0
• aggregate routed wire length: 2421 um
• post-detailed-route DRC marker count: 0
• starting DRC count in detailed routing: 3
• routed via count: 591
• post-detailed-route via-to-cell ratio: 3.320
• antenna-violating nets left: 0
• total iterations of the first detailed-routing run: 2

Pwr
• internal power consumption: 0.2466 mW
• final total power: 0.3525 mW
• total power per unit cell area: 322.3 nW/um^2
• VDD IR max: 0.00008119 V
• Sequential Power Share: 0%
• switch share: 30.02%
• leakage power summed over all cells: 0.6181 nW
• Net Sw Power: 0.1058 mW
• part of the total power dissipated in combinational logic: 100.0%
• part of the total power dissipated in the clock network: 0%

Timing
• Final Slew Violations: 0
• RSZ-0062 raised after global routing: yes
• slew at the pin closest to its max-slew limit: 119.4 ps
• time the final worst path needs with I/O delays and setup: 1224 ps
• Max Clock Freq: 816.7 MHz
• final-layout setup total negative slack: -124.4 ps
• worst hold slack: 773.4 ps
• final period utilization: 111.3%
• final tally of setup violations: 1
• worst setup slack after layout: -124.4 ps
• final hold violation count: 0
• worst relative slew slack: 92.01%

Job
• number of logged tool warnings: 34
• tally of max-capacitance violations: 0

Placed design
• minimum setup slack after placement: -866.7 ps
• placed cells: 178
• GPL Wtd Cong: 0.7324
• detailed placer's ending HPWL: 2367 um
• port bufs: 98

Cells and area
• Flop area: 0 um^2
• number of sequential storage elements: 0
• Layout Cells excl Fill: 178
• Fillers: 402
• Layout clock buffers: 0
• area used by multi-input combinational logic: 294.0 um^2
• fraction of final layout cells with drive strength greater than 1: 28.79%
• Area growth syn-to-layout: 265.7%
• Commonest Layout Cell: dlygate4sd2_1
• Top cells excl fill/tap: dlygate4sd2_1 (62), buf_2 (34), xor2_1 (31)

Min path
• Hold WC Path Type: in -> out
• WHS Path Cells: 3

CTS
• setup bufs post-CTS: 0

[per-layer routing]
layer	vias to the layer above	GRT usage [%]	part of all wire [%]
met3	0	2.955	12
met4	0	0	0
met1	254	7.417	35
li1	296	-	-
met2	41	12.84	53
met5	-	0	0
[synthesized netlist by cell type]
| master | instances | area [um^2] |
|---|---|---|
| xor2_1 | 31 | 271.5 |
| inv_1 | 2 | 7.510 |
| fa_1 | 1 | 20.02 |
[path summary, 6_finish.rpt]
| check | slack, ps | end | startpoint |
|---|---|---|---|
| worst max-delay path | -120 | difference[0] | borrow_in |
| worst min-delay path | 770 | borrow_out | borrow_in |
[stage by stage]
stage	area, um^2	util (%)
floorplan	299.0	-
global placement	1338	39.16
finish	1094	32.01
CTS	1092	31.98
global route	1094	32.01
detailed placement	1338	39.16
[timing repair]
| action | in CTS | in global routing |
|---|---|---|
| setup endpoints to repair | 33 | 2 |
| hold buffers | 0 | 0 |
| endpoints found under the hold margin | 0 | 0 |
| pin swaps | 32 | 0 |
| resized | 175 | 3 |
[worst min-delay path: cells and delay by family]
family | cells | cell delay, ps
buffers and inverters | 2 | 150
adder cells (fa/ha/maj) | 1 | 180
[final cells by class]
type | instances | area share (%)
Inverter | 2 | 0.6865
Multi-Input combinational cell | 32 | 26.89
Tap cell | 46 | 5.263
Timing Repair Buffer | 98 | 67.16
[logic make-up (layout without fill, tap and decap cells)]
kind of cell	count (synthesis)	count (layout)
xor+xnor	31	31
buf+inv	2	100
fa+ha+maj	1	1
[power groups by stage]
stage	sequential [mW]	combinational [mW]	clock, mW
finish	0	0.352	0
global route	0	0.398	0
CTS	0	0.364	0
Power and IR drop assume default switching activity.
