## design/flow/design.v

```verilog
module eth_pkt_gen #(
    parameter INCLUDE_PREAMBLE = 0,
    parameter DATA_SOURCE = 0,
    parameter [15:0] ETHERTYPE = 'h8100
) (
    output reg [7:0] m_axis_tdata,
    output reg m_axis_tlast,
    output reg m_axis_tvalid,
    input m_axis_tready,
    input [ 7:0] user_data,
    input [15:0] vlan_tag,     
    input [11:0] pkt_length,
    input [47:0] source,
    input [47:0] destination,
    input clk,
    input resetn
);
  parameter [0:0] LFSR = 0;
  parameter [0:0] USER = 1;
  parameter [15:0] ETHERNET = 'h0800;
  parameter [15:0] VLAN = 'h8100;
  parameter ADD_PREAMBLE = 0;
  parameter SET_DESTINATION = 1;
  parameter SET_SOURCE = 2;
  parameter SET_ETHERTYPE = 3;
  parameter SET_DATA = 4;
  parameter INTERPACKET_GAP = 5;
  reg  [ 3:0] state;
  reg  [11:0] state_counter;
  wire [ 7:0] lfsr_byte_s;
  always @(posedge clk) begin
    if (!resetn) begin
      m_axis_tdata  <= 'h00;
      m_axis_tlast  <= 'h0;
      m_axis_tvalid <= 'h0;
      if (INCLUDE_PREAMBLE == 1'b1) state <= ADD_PREAMBLE;
      else state <= SET_DESTINATION;
      state_counter <= 'h00;
    end else begin
      case (state)
        ADD_PREAMBLE: begin
          m_axis_tvalid <= 1'b1;
          if (m_axis_tready && m_axis_tvalid) begin
            if (state_counter < 'h7) begin
              m_axis_tdata <= 'b10101010;
              state <= ADD_PREAMBLE;
              state_counter <= state_counter + 1'b1;
            end else begin
              m_axis_tdata <= 'b10101011;
              state <= SET_DESTINATION;
              state_counter <= 'h00;
            end
          end else begin
            state <= state;
          end
        end
        SET_DESTINATION: begin
          m_axis_tvalid <= 1'b1;
          if (m_axis_tready) begin
            state <= SET_DESTINATION;
            state_counter <= state_counter + 1'b1;
            case (state_counter)
              0: m_axis_tdata <= destination[47:40];
              1: m_axis_tdata <= destination[39:32];
              2: m_axis_tdata <= destination[31:24];
              3: m_axis_tdata <= destination[23:16];
              4: m_axis_tdata <= destination[15:8];
              5: begin
                m_axis_tdata <= destination[7:0];
                state <= SET_SOURCE;
                state_counter <= 'h00;
              end
            endcase
          end else begin
            state <= state;
          end
        end
        SET_SOURCE: begin
          m_axis_tvalid <= 1'b1;
          if (m_axis_tready && m_axis_tvalid) begin
            state <= SET_SOURCE;
            state_counter <= state_counter + 1'b1;
            case (state_counter)
              0: m_axis_tdata <= source[47:40];
              1: m_axis_tdata <= source[39:32];
              2: m_axis_tdata <= source[31:24];
              3: m_axis_tdata <= source[23:16];
              4: m_axis_tdata <= source[15:8];
              5: begin
                m_axis_tdata <= source[7:0];
                state <= SET_ETHERTYPE;
                state_counter <= 'h00;
              end
            endcase
          end else begin
            state <= state;
          end
        end
        SET_ETHERTYPE: begin
          m_axis_tvalid <= 1'b1;
          if (m_axis_tready && m_axis_tvalid) begin
            state <= SET_ETHERTYPE;
            state_counter <= state_counter + 1'b1;
            if (ETHERTYPE == ETHERNET) begin
              case (state_counter)
                0: m_axis_tdata <= ETHERTYPE[15:8];
                1: begin
                  m_axis_tdata <= ETHERTYPE[7:0];
                  state <= SET_DATA;
                  state_counter <= 'h00;
                end
              endcase
            end else if (ETHERTYPE == VLAN) begin
              case (state_counter)
                0: m_axis_tdata <= ETHERTYPE[15:8];
                1: m_axis_tdata <= ETHERTYPE[7:0];
                2: m_axis_tdata <= vlan_tag[15:8];
                3: m_axis_tdata <= vlan_tag[7:0];
                4: m_axis_tdata <= ETHERTYPE[15:8];
                5: begin
                  m_axis_tdata <= ETHERTYPE[7:0];
                  state <= SET_DATA;
                  state_counter <= 'h00;
                end
              endcase
            end
          end else begin
            state <= state;
          end
        end
        SET_DATA: begin
          m_axis_tvalid <= 1'b1;
          if (m_axis_tready && m_axis_tvalid) begin
            if (state_counter < pkt_length) begin
              if (DATA_SOURCE == USER) begin
                m_axis_tdata <= user_data;
                state <= SET_DATA;
                state_counter <= state_counter + 1'b1;
              end else if (DATA_SOURCE == LFSR) begin
                m_axis_tdata <= lfsr_byte_s;
                state <= SET_DATA;
                state_counter <= state_counter + 1'b1;
              end
              if (state_counter == pkt_length - 1) m_axis_tlast <= 1'b1;
            end else begin
              m_axis_tlast <= 1'b0;
              m_axis_tvalid <= 1'b0;
              state <= INTERPACKET_GAP;
              state_counter <= 'h00;
            end
          end else begin
            state <= state;
          end
        end
        INTERPACKET_GAP: begin
          m_axis_tvalid <= 1'b0;
          state <= INTERPACKET_GAP;
          state_counter <= state_counter + 1'b1;
          if (state_counter >= 'd12) begin
            if (INCLUDE_PREAMBLE == 1'b1) state <= ADD_PREAMBLE;
            else state <= SET_DESTINATION;
            state_counter <= 'h00;
          end
        end
      endcase
    end
  end
  lfsr i_lfsr (
      .clk(clk),
      .resetn(resetn),
      .data_out(lfsr_byte_s)
  );
endmodule
module lfsr #(
    parameter [7:0] SEED = 'hBC
) (
    output reg [7:0] data_out,
    input clk,
    input resetn
);
  reg [7:0] shift_register;
  wire xor_stage_1, xor_stage_2, xor_stage_3;
  assign xor_stage_1 = shift_register[7] ^ shift_register[4];   
  assign xor_stage_2 = xor_stage_1 ^ shift_register[3];   
  assign xor_stage_3 = xor_stage_2 ^ shift_register[2];   
  always @(posedge clk) begin
    if (!resetn) begin
      shift_register <= SEED;
    end else begin
      shift_register <= shift_register << 1;
      shift_register[0] <= xor_stage_3;
      data_out <= shift_register;
      if (shift_register == 'h00) shift_register <= SEED;   
    end
  end
  initial begin
    $dumpfile("dump.vcd");
    $dumpvars(1, lfsr);
  end
endmodule
```

## design/flow/run.sh

```bash
#!/bin/bash
# OpenROAD 26Q1-2900-gdf79404cd8, Yosys 0.63+post, stock flow scripts
make -C /OpenROAD-flow-scripts/flow DESIGN_CONFIG=/design/flow/config.mk WORK_HOME=/design/flow/orfs finish
```

## design/flow/config.mk

```make
export PLATFORM = sky130hd
export DESIGN_NAME = eth_pkt_gen
export DESIGN_NICKNAME = eth_pkt_gen
export VERILOG_FILES = /design/flow/design.v
export SDC_FILE = /design/flow/constraint.sdc
export NUM_CORES = 4
export LEC_CHECK = 1
export CORE_UTILIZATION = 30
```

## design/flow/constraint.sdc

```tcl
current_design eth_pkt_gen

set clk_period 3.8
set clk_io_pct 0.2

create_clock -name clk0 -period $clk_period [get_ports {clk}]

set non_clock_inputs [all_inputs -no_clocks]
set_input_delay [expr $clk_period * $clk_io_pct] -clock clk0 $non_clock_inputs
set_output_delay [expr $clk_period * $clk_io_pct] -clock clk0 [all_outputs]
```

==> GITHUB_STEP_SUMMARY <==
## PnR job results

| Metric | Value |
|---|---|
| First-pass iteration count of the detailed router | `5` |
| HP Class | `reg2reg` |
| Arrival time at the worst endpoint | `3.41 ns` |
| Largest net degree at the start of global routing | `21` |
| Area growth syn-to-layout | `49.3%` |
| Top non-seq family | `AND-OR/OR-AND gates` |
| CTS-repair resized insts | `0` |
| Yosys stat cell total | `422` |
| CTS root buf | `clkbuf_16` |
| Post-layout util | `45.8%` |
| Top cells excl fill/tap | `clkdlybuf4s50_1 (136), dfxtp_1 (36), nor2_1 (32)` |
| Tally of OpenROAD warnings | `36` |
| Post-DP HPWL | `9760 um` |
| WHS Path Cells | `0` |
| Synth cell types | `63` |
| FP Rows | `39` |
| CP max FO | `17` |
| CTS tree | `built` |
| Mux cell area share after synthesis | `1.46%` |
| GRT overflow | `0` |
| Worst Tran Pin Value | `0.799 ns` |
| Clk buf depth | `2` |
| Die area | `12100 um^2` |
| XOR Share, Synth | `6.00%` |
| Die Span X | `110 um` |
| Power per cell area | `276 nW/um^2` |
| Final setup TNS | `0 ns` |
| Status | `finished, final reports clean` |
| Clk latency late pin | `0.29 ns` |
| Initial DRC count | `364` |
| Syn. warnings | `4` |
| Fraction of final layout cells sized beyond drive strength 1 | `7.00%` |
| PortBufs | `136` |
| Post-route ant nets | `0` |
| And+or+nand+nor area frac | `23.5%` |
| Crit path kind | `reg2reg` |
| Syn Area/Cell | `8.30 um^2` |
| First-pass GRT wire length | `18800 um` |
| Post-DR wirelength/cell | `18.1 um` |
| # Max-Cap Violations | `0` |
| Ys flop type | `dfxtp_1` |
| Async SR Flop Fraction | `0%` |
| Max Transition Viols Final | `0` |
| Initial antenna violation count | `0` |
| Die height | `110 um` |
| Cts hold-fix bufs | `0` |
| VDD IR-drop max | `0.000246 V` |
| Post-DR vias/cell | `5.63` |
| Post-synth EDFFs | `8` |
| Final Non-Filler Cells | `700` |
| FMAX | `307 MHz` |
| Post-Synthesis Cells | `422` |
| Layout Skew | `0.00661 ns` |
| Final hold vios | `0` |
| CP endpoint kind | `register` |
| Final WL | `12700 um` |
| Clock slew at reported path FFs | `0.07 ns` |
| Post-CTS setup buffers | `0` |
| All-Layer GR Usage | `20.7%` |
| Io pins | `145` |
| FF-to-FF path depth | `7` |
| Placed Cells | `692` |
| Vias | `3940` |
| Commonest Layout Cell | `clkdlybuf4s50_1` |
| Total CTS buffers | `5` |
| Yosys reg bits | `44` |
| Final min period | `3.26 ns` |
| Sink Count | `44` |
| ANT cells | `0` |
| # DRC | `0` |
| Setup slack, reg-to-reg | `0.54 ns` |
| Cell area after synthesis | `3500 um^2` |
| Starting density of the core | `30.7%` |
| WP data required | `3.95 ns` |
| Seq/Total Area, Yosys | `27.4%` |
| Post-synthesis compound-gate area fraction | `30.7%` |
| Synthesis area per yosys | `3500 um^2` |
| Period Utilization, post-route | `85.7%` |
| Routability cong. | `0.850` |
| Rel. slew slack | `46.4%` |
| Leakage | `2.02 nW` |
| Setup violators final | `0` |
| Core area | `11400 um^2` |
| Fillcell total | `1114` |
| Number of global-route vias before repair | `3511` |
| Startpoint types | `register` |
| RSZ-0062 raised after global routing | `no` |
| H-tree Lvls | `2` |
| Yosys adder share | `6.07%` |
-- state kept, by name, summed over array words and instances (netlist names) --
name,count
state_counter,12
i_lfsr.data_out,8
i_lfsr.shift_register,8
m_axis_tdata,8
state,6
m_axis_tlast,1
m_axis_tvalid,1
-- final timing paths --
check / endpoint / start
worst min-delay path: i_lfsr.data_out[5]$_DFFE_PP_ / i_lfsr.shift_register[5]$_SDFF_PP1_
worst min register to register: i_lfsr.data_out[5]$_DFFE_PP_ / i_lfsr.shift_register[5]$_SDFF_PP1_
worst max register to register: m_axis_tdata[4]$_SDFFE_PN0P_ / state_counter[1]$_SDFFE_PN0P_
worst max-delay path: m_axis_tdata[4]$_SDFFE_PN0P_ / state_counter[1]$_SDFFE_PN0P_
-- synth_stat cells (14+ instances only) --
| library cell | n | area share, % |
|---|---|---|
| nor2_1 | 32 | 3.4 |
| nand2_1 | 22 | 2.4 |
| inv_1 | 19 | 2.0 |
| a21oi_1 | 26 | 3.7 |
| dfxtp_1 | 36 | 21 |
| nand3_1 | 20 | 2.9 |
| nand4_1 | 14 | 2.5 |
| clkbuf_1 | 19 | 2.0 |
| ha_1 | 17 | 6.1 |
| o21ai_0 | 14 | 2.0 |
-- cell type report --
cell class              count  area (um^2)  share of cell area (%)
multi-input cells         335         2370                    45.4
repair buffers            151         1470                    28.2
flip-flops and latches     44          961                    18.4
well taps                 143          179                    3.42
clock buffers               5          125                    2.39
inverters                  19         71.3                    1.36
clock inverters             3         47.5                   0.909
-- cells by family after synthesis --
group,after synthesis
mux,5
xor+xnor,24
compound gates,138
buf+inv,43
fa+ha+maj,17
simple gates,151
flops,44
-- through the flow --
stage	area (um^2)	power (mW)	hold WS, ns	setup slack (ns)
after floorplan	3500	0.716	0.414	1.26
after global placement	5060	0.945	0.432	0.450
after detailed placement	5060	0.948	0.439	0.457
after CTS	5230	1.45	0.454	0.563
after global routing	5230	1.51	0.470	0.380
final	5230	1.44	0.449	0.542
-- power by group --
part           switching (mW)  leakage (nW)  total (mW)  internal, mW
Sequential             0.0165         0.368       0.518         0.502
Clock                   0.188        0.0840       0.501         0.312
Combinational           0.180          1.57       0.422         0.242
Total                   0.385          2.02        1.44          1.06
-- critical path, cell delays in order (launching register included) --
cell and delay, ns:
dfxtp_1 0.42, ha_1 0.63, nand2b_1 0.21, a2111o_1 0.52, nor3b_1 0.21, a311oi_4 0.52
and2_1 0.46, a311oi_2 0.16
-- layer usage --
metal  part of all wire [%]  wire length, um  global-route usage [%]
met1                     46             5790                    32.0
met2                     45             5720                    32.9
met3                    8.5             1070                    2.34
met4                   0.73               92                    1.05
met5                      0                0                       0
Power and IR drop assume default switching activity.
