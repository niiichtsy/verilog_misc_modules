==> design/flow/design.v <==
module full_adder (
    input first_term,
    input second_term,
    input carry_in,
    output reg sum_out,
    output reg carry_out
);
  always @(first_term or second_term or carry_in) begin
    sum_out   = first_term ^ second_term ^ carry_in;
    carry_out = (first_term & second_term) | (carry_in & (first_term ^ second_term));
  end
  initial begin
    $dumpfile("dump.vcd");
    $dumpvars(1, full_adder);
  end
endmodule
module rc_adder #(
    parameter WIDTH = 8
) (
    input [WIDTH-1:0] first_term,
    input [WIDTH-1:0] second_term,
    input carry_in,
    output reg [WIDTH-1:0] sum_out,
    output reg carry_out
);
  genvar i;
  wire [WIDTH-1:0] carry_signal;
  assign carry_signal[0] = carry_in;
  generate
    for (i = 0; i < WIDTH; i = i + 1) begin : generate_adder
      if (i != (WIDTH - 1)) begin
        full_adder fa (
            .first_term(first_term[i]),
            .second_term(second_term[i]),
            .carry_in(carry_signal[i]),
            .sum_out(sum_out[i]),
            .carry_out(carry_signal[i+1])
        );
      end else begin
        full_adder fa_out (
            .first_term(first_term[i]),
            .second_term(second_term[i]),
            .carry_in(carry_signal[i]),
            .sum_out(sum_out[i]),
            .carry_out(carry_out)
        );
      end
    end
  endgenerate
  initial begin
    $dumpfile("dump.vcd");
    $dumpvars(1, rc_adder);
  end
endmodule
==> design/flow/run.sh <==
#!/bin/bash
# OpenROAD 26Q1-2900-gdf79404cd8, Yosys 0.63+post, stock flow scripts
make -C /OpenROAD-flow-scripts/flow DESIGN_CONFIG=/design/flow/config.mk WORK_HOME=/design/flow/orfs finish
==> design/flow/config.mk <==
export PLATFORM = sky130hd
export DESIGN_NAME = rc_adder
export DESIGN_NICKNAME = rc_adder
export VERILOG_FILES = /design/flow/design.v
export SDC_FILE = /design/flow/constraint.sdc
export NUM_CORES = 4
export LEC_CHECK = 1
export CORE_AREA = 10 10 70 70
export DIE_AREA = 0 0 80 80
==> design/flow/constraint.sdc <==
current_design rc_adder

set clk_period 7.7
set clk_io_pct 0.2

create_clock -name clk0 -period $clk_period

set non_clock_inputs [all_inputs -no_clocks]
set_input_delay [expr $clk_period * $clk_io_pct] -clock clk0 $non_clock_inputs
set_output_delay [expr $clk_period * $clk_io_pct] -clock clk0 [all_outputs]
==> flow_summary.yaml <==
# physical design summary
setup_path:
  critPathBufInv: 6
  worstSetupPathType: "input port to output pin"
  slowest_stage: "clkdlybuf4s50_1"
  critical_path.top_delay_family: "adder cells"
  required_ps: 6160
  crit_path_end_kind: "output pin"
  crit_path_start_kind: "input port"
  crit_fanout: 1
  path_cells: "clkdlybuf4s50_1 > inv_1 > fa_1 > inv_1 > fa_1 > fa_1 > fa_1 > fa_1 > fa_1 > fa_1 > inv_1 > fa_1 > inv_1 > clkdlybuf4s50_1"
  path_common_cell: "fa_1"
  cp_data_arrival_time_ps: 5530
  cpPeakStageDelay_ps: 470
global_route:
  globalRouteOverflowTotal: 0
  grt_max_degree: 2
  antenna_found_initial: 0
  grtUsageTotal_pct: 2.24
  grt_pass1_vias: 241
  grt_first_pass_wirelength_mm: 1.12
placement:
  dpl_worst_slack_ps: 587
  place_area_sq_um: 515
  placed_cells: 90
  dp_hpwl_um: 735
  port_buffers: 26
  place.gp.congestion: 0.796
timing:
  setup_slack_ps: 626
  finalMaxSlewViolations: 0
  max_slew.worst_pin.slew_ps: 98.9
  post-route-period-util_pct: 91.9
  rsz0062_at_grt: "no"
  tns_ps: 0
  period_needed_ps: 7070
  hold_viol: 0
  timing.fmax_mhz: 141
  max-slew-margin-rel_pct: 93.4
  setup_viol_count_final: 0
die:
  chipHeight_um: 80
  die-area_sq_um: 6400
  core_area_sq_um: 3420
  rows: 21
  ios: 26
  fp.dieW_um: 80
  initCoreUtil_pct: 7.55
power_and_ir_drop:
  power_density_nw_per_um2: 68.5
  vdd_drop_max_uv: 24.8
  p_leak_uw: 0.000213
layout:
  n_clock_buffer: 0
  combGateArea_sq_um: 160
  stdcell_count: 90
  seq_cells: 0
  drive_gt1_share_pct: 0
  syn2layout_area_growth_pct: 100
  regArea_sq_um: 0
  fin_area_sq_um: 515
  fillerInstances: 396
job:
  timing.max_cap.violations: 0
  openroad.warnings: 32
synthesis:
  ys_warn_count: 6
  netlist_instances: 26
  ys_seq_share_pct: 0
  topCellsByArea: "fa_1, buf_4, inv_1"
  yosys.area.top_type: "fa_1"
  synth_stat.cells: 26
  ys_area_sq_um: 258
  synth.distinct_cells: 3
  synth.avg_cell_area_sq_um: 9.91
  syn_area_sq_um: 258
  top_area_share_pct: 62.1
  common_cells: "inv_1, buf_4, fa_1"
  synth.most_common_cell: "inv_1"
drt:
  drt_iter0_drc: 0
  ant_nets: 0
  drt-met1-wl_um: 358
  wl_per_cell_um: 8.29
  diodes: 0
  dr_wl_met2_um: 194
  dr.pass1.iters: 1
  routed.top_layer: "met3"
  vias: 221
  dr_wl_met3_um: 193
  wl_um: 746
  drcViolationCount: 0
  via_per_inst: 2.46
clock_tree:
  postCtsHoldBufs: 0
  cts_resized: 0
  cts_setup_buffers: 0
min_path:
  hold_class: "input port to output pin"
outcome:
  status: "completed"
==> cells in the final DEF (no fill, tap or decap) <==
| cell | netlist | layout |
|---|---|---|
| fa_1 | 8 | 8 |
| clkdlybuf4s50_1 | 0 | 26 |
| inv_1 | 10 | 10 |
==> metrics by stage <==
step / hold slack [ps] / power (uW) / util [%]
2_1_floorplan: 3300 / 17.3 / -
3_3_place_gp: 4130 / 36.2 / 15.1
3_5_place_dp: 4130 / 36.3 / 15.1
4_1_cts: 4140 / 36.7 / 15.1
5_1_grt: 4190 / 40.4 / 15.1
6_report: 4120 / 35.3 / 15.1
==> power breakdown <==
part           switching (uW)  total [uW]  internal [uW]
Clock                       0           0              0
Combinational            9.28        35.3           26.0
Sequential                  0           0              0
Total                    9.28        35.3           26.0
==> cell type report <==
| cell class | count | share of cell area [%] |
|---|---|---|
| timing repair buffer | 26 | 50.5 |
| multi-input combinational | 8 | 31.1 |
| inverter | 10 | 7.28 |
| tap | 46 | 11.2 |
==> routing by layer <==
| layer | vias to the layer above | track usage (%) |
|---|---|---|
| met2 | 25 | 2.41 |
| met4 | 0 | 0 |
| met5 | - | 0 |
| met1 | 100 | 3.31 |
| li1 | 96 | - |
| met3 | 0 | 1.93 |
==> cell families (layout without fill, tap and decap cells) <==
logic type               Yosys count  in the layout  share of synthesized area [%]
adder cells (fa/ha/maj)            8              8                           62.1
buffers and inverters             18             36                           37.9
==> worst paths after layout <==
path | slack, ps | start | end | cells past startpoint
setup / recovery | 630 | first_term[0] | sum_out[7] | 14
hold / removal | 4120 | second_term[0] | sum_out[0] | 5
No activity file was given, so power comes from the tool's default toggle rates.
